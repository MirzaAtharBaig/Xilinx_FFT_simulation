--- ./run.sh ---
#!/bin/bash
# OpenROAD 26Q1-2900-gdf79404cd8, Yosys 0.63+post, stock flow scripts
make -C /OpenROAD-flow-scripts/flow DESIGN_CONFIG=/design/flow/config.mk WORK_HOME=/design/flow/orfs finish
--- ./config.mk ---
export PLATFORM = sky130hd
export DESIGN_NAME = hdlverifier_jtag_register
export DESIGN_NICKNAME = hdlverifier_jtag_register
export VERILOG_FILES = /design/flow/design.v
export SDC_FILE = /design/flow/constraint.sdc
export NUM_CORES = 4
export LEC_CHECK = 1
export CORE_UTILIZATION = 50
--- ./constraint.sdc ---
current_design hdlverifier_jtag_register

set clk_period 1.7
set clk_io_pct 0.2

create_clock -name clk0 -period $clk_period [get_ports {clk}]
create_clock -name clk1 -period $clk_period [get_ports {tck}]

set non_clock_inputs [all_inputs -no_clocks]
set_input_delay [expr $clk_period * $clk_io_pct] -clock clk0 $non_clock_inputs
set_output_delay [expr $clk_period * $clk_io_pct] -clock clk0 [all_outputs]
--- ./design.v ---
module hdlverifier_jtag_register 
(
    input tck,    
    input reset,
    input [4:0] addr,
    input [31:0] wdata,
    input write,
    output reg [31:0] rdata,
    input clk,
    input [31:0] user_data_in0,
    input [31:0] user_data_in1,
    input [31:0] user_data_in2,
    input [31:0] user_data_in3,
    output [31:0] user_data_out0,
    output [31:0] user_data_out1,
    output [31:0] user_data_out2,
    output [31:0] user_data_out3    
);
reg [31:0] write_data[0:3];
wire [31:0] read_data[0:3];
always@(posedge tck) begin
    if (reset) begin
        write_data[0] <= 32'b0;
        write_data[1] <= 32'b0;
        write_data[2] <= 32'b0;
        write_data[3] <= 32'b0;
    end
    else if(write) begin
        case(addr[1:0]) 
            2'b00:
                write_data[0] <= wdata;
            2'b01:
                write_data[1] <= wdata;
            2'b10:
                write_data[2] <= wdata;
            2'b11:
                write_data[3] <= wdata;
            default:
                write_data[0] <= wdata;
        endcase
    end
end
hdlverifier_synchronizer #(.WIDTH(32)) s0(
    .clk(clk),
    .data_in(write_data[0]),
    .data_out(user_data_out0)
);
hdlverifier_synchronizer #(.WIDTH(32)) s1(
    .clk(clk),
    .data_in(write_data[1]),
    .data_out(user_data_out1)
);
hdlverifier_synchronizer #(.WIDTH(32)) s2(
    .clk(clk),
    .data_in(write_data[2]),
    .data_out(user_data_out2)
);
hdlverifier_synchronizer #(.WIDTH(32)) s3(
    .clk(clk),
    .data_in(write_data[3]),
    .data_out(user_data_out3)
);
always@(posedge tck) begin
    case(addr[1:0]) 
        2'b00:
            rdata <= read_data[0];
        2'b01:
            rdata <= read_data[1];
        2'b10:
            rdata <= read_data[2];
        2'b11:
            rdata <= read_data[3];
        default:
            rdata <= read_data[0];
    endcase
end
hdlverifier_synchronizer #(.WIDTH(32)) t0(
    .clk(tck),
    .data_in(user_data_in0),
    .data_out(read_data[0])
);
hdlverifier_synchronizer #(.WIDTH(32)) t1(
    .clk(tck),
    .data_in(user_data_in1),
    .data_out(read_data[1])
);
hdlverifier_synchronizer #(.WIDTH(32)) t2(
    .clk(tck),
    .data_in(user_data_in2),
    .data_out(read_data[2])
);
hdlverifier_synchronizer #(.WIDTH(32)) t3(
    .clk(tck),
    .data_in(user_data_in3),
    .data_out(read_data[3])
);
endmodule
module hdlverifier_synchronizer #(parameter WIDTH = 10)(
    input clk,
    input [WIDTH-1:0] data_in,
    output reg [WIDTH-1:0] data_out
);
reg [WIDTH-1:0] data_reg;
always@(posedge clk) begin
    begin
        data_reg <= data_in;
        data_out <= data_reg;
    end
end
endmodule
==> reports/qor.yml <==
pwr:
  p_sw_uw: 6670
  pwr-share-seq: 0.495
  p_leak_uw: 0.0101
  clockPowerShare: 0.467
  p_per_area_mw_per_mm2: 1460
  p_sw_frac: 0.198
  p_comb_frac: 0.038
  ir_worst_vdd_uv: 1090
  fin_total_pwr_uw: 33700
  intPower_uw: 27000
floorplanning:
  die_area_mm2: 0.0344
  fp_util: 0.512
  die_w_um: 185
  std_cell_rows: 66
  io_pins: 329
  core_mm2: 0.0329
  die_h_um: 185
timing:
  final_hold_viol_count: 0
  whs_ns: 0.240
  grt_setup_unrepaired: "false"
  slew_violations: 0
  worst_pin_slew_ns: 0.319
  tns_ns: 0
  final-setup-viol-count: 0
  maxSlewHeadroom: 0.787
  fin_skew_ns: 0.0138
layout:
  syn_to_final_growth_pct: 37.3
  top_register: "write_data"
  nFillCells: 2282
  lay_top_count: "dfxtp_1"
  utilization: 0.703
  drive_gt1_frac: 0.143
  largest_reg_flops: 128
  layout_top_cells: "dfxtp_1 (635), clkdlybuf4s50_1 (255), nand2b_1 (160)"
route:
  post_drt_wl_per_cell_um: 16.0
  via_count: 8331
  ant_nets: 0
  first_pass_iters: 4
  drt-initial-drc-count: 241
  drc: 0
  viasPerCell: 4.38
  wl_mm: 30.4
run:
  cap_violations: 0
  tool_warnings: 30
worst_setup_path:
  critPathLaunchType: "register"
  timing.rr.start: "t3.data_out[15]"
  reg2reg_depth: 1
  rr_endpoint: "rdata[15]"
  path_buffers: 1
  cp.arrival_ns: 1.33
  crit_type: "reg -> out"
  slowest_delay_ns: 0.48
  crit_chain: "clkdlybuf4s50_1"
  cp.required_ns: 1.36
  cp_top_family: "buffers and inverters"
  crit_fanout: 1
  worstSetupEndpointType: "primary output"
  startpoint: "s2.data_out[29]"
  r2r_setup_slack_ns: 0.81
  cp_slowest_cell: "clkdlybuf4s50_1"
hold_path:
  min_path_cells: 1
  min_path_type: "in -> reg"
  holdPathEnd: "t2.data_reg[17]"
  hp-start: "user_data_in2[17]"
cts:
  hold_buffers: 0
  cts_tree: "yes"
  clkTransAtPathRegs_ns: 0.07
  cts_num_sinks: 672
global_route:
  grt_pass1_vias: 8466
  grt_pass1_wl_mm: 46.5
  antenna_found_initial: 3
  grt_max_degree: 52
  groute.usage.overall: 0.191
  grt-ovfl-total: 0
placement:
  gp_congestion: 0.797
  hpwl_mm: 18.9
  port_buffers: 324
logic_synthesis:
  netlist_area_mm2: 0.0168
  yosys.cell_types.count: 14
  ys_ff: 672
  synth_seq_share: 0.799
  yosys_warnings: 4
  syn_inst: 1036
  synth_area_per_cell_um2: 16.2
  yosys_cells: 1036
  ys_area_mm2: 0.0168
run_status:
  status: "finished, final reports clean"
-- power by group through the flow --
stage	logic (uW)	clock network [uW]	registers (uW)
CTS	1330	16200	16700
global route	1390	16900	16700
finish	1290	15700	16700
-- synth_stat cells, drive strengths merged --
library cell,instances,area share
buf,24,0.016
nor3b,1,0.00074
mux2i,128,0.076
mux4,32,0.043
nand3,1,0.00059
dfxtp,672,0.80
nand2b,160,0.059
clkbuf,16,0.0036
nand3b,2,0.0016
-- what timing repair did --
item | CTS | global route
setup endpoints to repair | 52 | 38
gates resized | 59 | 44
setup buffers | 0 | 0
pin swaps | 0 | 0
-- cell families after synthesis --
| kind of cell | synth area share |
|---|---|
| DFF | 0.799 |
| buffers and inverters | 0.0194 |
| muxes | 0.119 |
| and+or+nand+nor | 0.0624 |
-- per-layer routing --
layer  vias to the layer above  track usage  wire, um
li1                       4137            -         -
met5                         -            0        13
met2                       274        0.291     14200
met1                      3851        0.265     12200
met4                         2       0.0493       832
met3                        67       0.0804      3100
-- worst max path at each step --
stage                 slack (ns)  cells past startpoint                 end
after CTS                 0.0003                      1            rdata[8]
after global routing      0.0002                      1  user_data_out2[24]
final                       0.03                      1  user_data_out2[29]
-- per-stage QoR --
| stage | area, um^2 | setup WS [ns] | instances |
|---|---|---|---|
| final | 23100 | 0.0313 | 1904 |
| after global routing | 23100 | 0.000213 | 1903 |
| after CTS | 23000 | 0.000253 | 1903 |
| after detailed placement | 20600 | -0.00883 | 1782 |
| after global placement | 20600 | 0.0253 | 1782 |
| after floorplan | 16800 | 0.443 | 1036 |
-- area by class of cell --
| class | count | area [um^2] | area share |
|---|---|---|---|
| clock inverter | 36 | 573 | 0.0248 |
| antenna | 1 | 2.50 | 0.000108 |
| sequential | 672 | 13500 | 0.584 |
| multi-input combinational | 324 | 3060 | 0.132 |
| timing repair buffer | 344 | 3570 | 0.154 |
| tap | 442 | 553 | 0.0239 |
| clock buffer | 85 | 1850 | 0.0802 |
Power is estimated from default activity; no workload was simulated.
