**design/flow/config.mk**
```make
export PLATFORM = sky130hd
export DESIGN_NAME = hdlverifier_capture_trigger_condition
export DESIGN_NICKNAME = hdlverifier_capture_trigger_condition
export VERILOG_FILES = /design/flow/design.v
export SDC_FILE = /design/flow/constraint.sdc
export NUM_CORES = 4
export LEC_CHECK = 1
export CORE_UTILIZATION = 40
```
**design/flow/constraint.sdc**
```tcl
current_design hdlverifier_capture_trigger_condition

set clk_period 2.9
set clk_io_pct 0.2

create_clock -name clk0 -period $clk_period [get_ports {clk}]

set non_clock_inputs [all_inputs -no_clocks]
set_input_delay [expr $clk_period * $clk_io_pct] -clock clk0 $non_clock_inputs
set_output_delay [expr $clk_period * $clk_io_pct] -clock clk0 [all_outputs]
```
**design/flow/design.v**
```verilog
module hdlverifier_capture_comparator #(parameter WIDTH = 8) (
    input clk,
    input clk_enable,
    input [WIDTH-1:0] data,
    input [WIDTH-1:0] trigger_setting,
    output reg trigger);
    always@(posedge clk) begin
        if(clk_enable) begin
                trigger <=  (data == trigger_setting);
        end
    end
endmodule
module hdlverifier_capture_comparator_1bit (
    input clk,
    input clk_enable,
    input data,
    input [2:0] trigger_mode,
    output reg trigger);
    reg trigger_condition;
    reg data_d1;
    always@(*) begin
        if (trigger_mode == 3'b000 && !data)
            trigger_condition <= 1'b1;
        else if (trigger_mode == 3'b001 &&  data)
            trigger_condition <= 1'b1;
        else if (trigger_mode == 3'b010 && !data_d1 && data)
            trigger_condition <= 1'b1;
        else if (trigger_mode == 3'b011 && data_d1 && !data)
            trigger_condition <= 1'b1;
        else if (trigger_mode == 3'b100 && (data_d1 ^ data))
            trigger_condition <= 1'b1;
        else
            trigger_condition <= 1'b0;
    end
    always@(posedge clk) begin
        if(clk_enable) begin
            data_d1 <= data;
            trigger <= trigger_condition;
        end
    end
endmodule
module hdlverifier_capture_trigger_combine #(parameter WIDTH = 8) (
    input clk,
    input clk_enable,
    input [WIDTH-1:0] trigger_in,
    input [WIDTH-1:0] trigger_enable,
    input trigger_combination_rule,
    output reg trigger_out);
    always@(posedge clk) begin
        if(clk_enable) begin
            if(trigger_combination_rule)  
                trigger_out = |(trigger_in & trigger_enable) | &(~trigger_enable);
            else  
                trigger_out = &(trigger_in | (~trigger_enable));
        end
    end
endmodule
module hdlverifier_capture_trigger_condition (
      clk,
      clk_enable,
      trigger_setting,
      xfft_0_m_axis_data_tlast,
      xfft_0_event_data_in_channel_halt,
      xfft_0_m_axis_data_tdata,
      xfft_0_event_status_channel_halt,
      xfft_0_s_axis_data_tready,
      xfft_0_m_axis_data_tuser,
      xfft_0_event_frame_started,
      xfft_0_s_axis_config_tready,
      xfft_0_event_tlast_missing,
      dds_compiler_0_m_axis_data_tdata,
      xfft_0_m_axis_data_tvalid,
      m_axis_data_tdata,
      xfft_0_event_tlast_unexpected,
      xfft_0_event_data_out_channel_halt,
      trigger
);
      input     clk;
      input     clk_enable;
      input    [100 : 0] trigger_setting;
      input     xfft_0_m_axis_data_tlast;
      input     xfft_0_event_data_in_channel_halt;
      input    [15 : 0] xfft_0_m_axis_data_tdata;
      input     xfft_0_event_status_channel_halt;
      input     xfft_0_s_axis_data_tready;
      input    [15 : 0] xfft_0_m_axis_data_tuser;
      input     xfft_0_event_frame_started;
      input     xfft_0_s_axis_config_tready;
      input     xfft_0_event_tlast_missing;
      input    [7 : 0] dds_compiler_0_m_axis_data_tdata;
      input     xfft_0_m_axis_data_tvalid;
      input    [15 : 0] m_axis_data_tdata;
      input     xfft_0_event_tlast_unexpected;
      input     xfft_0_event_data_out_channel_halt;
      output    trigger;
  wire[13 : 0] trigger_stage1;  
  wire[13 : 0] trigger_enable;  
  wire trigger_out1;  
  wire[15 : 0] trigger_setting1;  
  wire trigger_out2;  
  wire[2 : 0] trigger_setting2;  
  wire trigger_out3;  
  wire[2 : 0] trigger_setting3;  
  wire trigger_out4;  
  wire[2 : 0] trigger_setting4;  
  wire trigger_out5;  
  wire[2 : 0] trigger_setting5;  
  wire trigger_out6;  
  wire[2 : 0] trigger_setting6;  
  wire trigger_out7;  
  wire[2 : 0] trigger_setting7;  
  wire trigger_out8;  
  wire[2 : 0] trigger_setting8;  
  wire trigger_out9;  
  wire[2 : 0] trigger_setting9;  
  wire trigger_out10;  
  wire[15 : 0] trigger_setting10;  
  wire trigger_out11;  
  wire[15 : 0] trigger_setting11;  
  wire trigger_out12;  
  wire[2 : 0] trigger_setting12;  
  wire trigger_out13;  
  wire[2 : 0] trigger_setting13;  
  wire trigger_out14;  
  wire[7 : 0] trigger_setting14;  
  wire trigger_combine_rule;  
hdlverifier_capture_comparator #(.WIDTH(16)) u_hdlverifier_capture_comparator (
        .clk                  (clk),
        .clk_enable           (clk_enable),
        .data                 (m_axis_data_tdata),
        .trigger              (trigger_out1),
        .trigger_setting      (trigger_setting1)
);
hdlverifier_capture_comparator_1bit u_hdlverifier_capture_comparator_1bit (
        .clk                  (clk),
        .clk_enable           (clk_enable),
        .data                 (xfft_0_s_axis_config_tready),
        .trigger              (trigger_out2),
        .trigger_mode         (trigger_setting2)
);
hdlverifier_capture_comparator_1bit u_hdlverifier_capture_comparator_1bit_inst1 (
        .clk                  (clk),
        .clk_enable           (clk_enable),
        .data                 (xfft_0_s_axis_data_tready),
        .trigger              (trigger_out3),
        .trigger_mode         (trigger_setting3)
);
hdlverifier_capture_comparator_1bit u_hdlverifier_capture_comparator_1bit_inst2 (
        .clk                  (clk),
        .clk_enable           (clk_enable),
        .data                 (xfft_0_event_data_out_channel_halt),
        .trigger              (trigger_out4),
        .trigger_mode         (trigger_setting4)
);
hdlverifier_capture_comparator_1bit u_hdlverifier_capture_comparator_1bit_inst3 (
        .clk                  (clk),
        .clk_enable           (clk_enable),
        .data                 (xfft_0_event_data_in_channel_halt),
        .trigger              (trigger_out5),
        .trigger_mode         (trigger_setting5)
);
hdlverifier_capture_comparator_1bit u_hdlverifier_capture_comparator_1bit_inst4 (
        .clk                  (clk),
        .clk_enable           (clk_enable),
        .data                 (xfft_0_event_status_channel_halt),
        .trigger              (trigger_out6),
        .trigger_mode         (trigger_setting6)
);
hdlverifier_capture_comparator_1bit u_hdlverifier_capture_comparator_1bit_inst5 (
        .clk                  (clk),
        .clk_enable           (clk_enable),
        .data                 (xfft_0_event_tlast_missing),
        .trigger              (trigger_out7),
        .trigger_mode         (trigger_setting7)
);
hdlverifier_capture_comparator_1bit u_hdlverifier_capture_comparator_1bit_inst6 (
        .clk                  (clk),
        .clk_enable           (clk_enable),
        .data                 (xfft_0_event_tlast_unexpected),
        .trigger              (trigger_out8),
        .trigger_mode         (trigger_setting8)
);
hdlverifier_capture_comparator_1bit u_hdlverifier_capture_comparator_1bit_inst7 (
        .clk                  (clk),
        .clk_enable           (clk_enable),
        .data                 (xfft_0_event_frame_started),
        .trigger              (trigger_out9),
        .trigger_mode         (trigger_setting9)
);
hdlverifier_capture_comparator #(.WIDTH(16)) u_hdlverifier_capture_comparator_inst1 (
        .clk                  (clk),
        .clk_enable           (clk_enable),
        .data                 (xfft_0_m_axis_data_tdata),
        .trigger              (trigger_out10),
        .trigger_setting      (trigger_setting10)
);
hdlverifier_capture_comparator #(.WIDTH(16)) u_hdlverifier_capture_comparator_inst2 (
        .clk                  (clk),
        .clk_enable           (clk_enable),
        .data                 (xfft_0_m_axis_data_tuser),
        .trigger              (trigger_out11),
        .trigger_setting      (trigger_setting11)
);
hdlverifier_capture_comparator_1bit u_hdlverifier_capture_comparator_1bit_inst8 (
        .clk                  (clk),
        .clk_enable           (clk_enable),
        .data                 (xfft_0_m_axis_data_tvalid),
        .trigger              (trigger_out12),
        .trigger_mode         (trigger_setting12)
);
hdlverifier_capture_comparator_1bit u_hdlverifier_capture_comparator_1bit_inst9 (
        .clk                  (clk),
        .clk_enable           (clk_enable),
        .data                 (xfft_0_m_axis_data_tlast),
        .trigger              (trigger_out13),
        .trigger_mode         (trigger_setting13)
);
hdlverifier_capture_comparator #(.WIDTH(8)) u_hdlverifier_capture_comparator_inst3 (
        .clk                  (clk),
        .clk_enable           (clk_enable),
        .data                 (dds_compiler_0_m_axis_data_tdata),
        .trigger              (trigger_out14),
        .trigger_setting      (trigger_setting14)
);
hdlverifier_capture_trigger_combine #(.WIDTH(14)) u_hdlverifier_capture_trigger_combine (
        .clk                  (clk),
        .clk_enable           (clk_enable),
        .trigger_in           (trigger_stage1),
        .trigger_enable       (trigger_enable),
        .trigger_out          (trigger),
        .trigger_combination_rule (trigger_combine_rule)
);
assign trigger_stage1 = {trigger_out1,trigger_out2,trigger_out3,trigger_out4,trigger_out5,trigger_out6,trigger_out7,trigger_out8,trigger_out9,trigger_out10,trigger_out11,trigger_out12,trigger_out13,trigger_out14};
assign trigger_enable = trigger_setting[99 : 86];
assign trigger_setting1 = trigger_setting[15 : 0];
assign trigger_setting2 = trigger_setting[18 : 16];
assign trigger_setting3 = trigger_setting[21 : 19];
assign trigger_setting4 = trigger_setting[24 : 22];
assign trigger_setting5 = trigger_setting[27 : 25];
assign trigger_setting6 = trigger_setting[30 : 28];
assign trigger_setting7 = trigger_setting[33 : 31];
assign trigger_setting8 = trigger_setting[36 : 34];
assign trigger_setting9 = trigger_setting[39 : 37];
assign trigger_setting10 = trigger_setting[55 : 40];
assign trigger_setting11 = trigger_setting[71 : 56];
assign trigger_setting12 = trigger_setting[74 : 72];
assign trigger_setting13 = trigger_setting[77 : 75];
assign trigger_setting14 = trigger_setting[85 : 78];
assign trigger_combine_rule = trigger_setting[100];
endmodule
```
**design/flow/run.sh**
```bash
#!/bin/bash
# OpenROAD 26Q1-2900-gdf79404cd8, Yosys 0.63+post, stock flow scripts
make -C /OpenROAD-flow-scripts/flow DESIGN_CONFIG=/design/flow/config.mk WORK_HOME=/design/flow/orfs finish
```
==> results_slide.txt <==
Run Summary

Logic synthesis
  – Distinct lib cells: 31
  – Post-Syn Area: 0.00214 sq mm
  – Simple Share, Synth: 14.9%
  – Adders+Majority by Area: 0%
  – Syn. warnings: 4
  – Yosys stat cell total: 208
  – Synth async-reset ratio: 0%
  – Count leader, synth: xnor2_1
  – Area fraction in mux cells: 8.40%
  – And-or/or-and share of the synthesized area: 13.6%
  – EDFF count, synth: 25
  – Syn Area/Cell: 10.3 sq um
  – Mapped Cells: 208
  – Largest family of logic cells by area: XOR/XNOR gates
  – Synthesis-stage register bit count: 25
  – Dominant cell type by area after synthesis: edfxtp_1
  – Xor/xnor share: 26.1%
  – Synth top area share: 35.0%
  – Top cells by count: xnor2_1, edfxtp_1, nor2b_1
  – Main synth FF type: edfxtp_1
  – Yosys chip area: 0.00214 sq mm
  – Seq/Total Area, Yosys: 35.0%
  – Largest cells by area: edfxtp_1, xnor2_1, nor2b_1, nand4_1, mux2i_1

STA
  – Worst-margin pin slew: 420 ps
  – F_max: 535 MHz
  – Final setup violation count: 0
  – Setup TNS: 0 ps
  – Final Worst Setup Slack: 1030 ps
  – Tcrit/Tclk final: 64.5%
  – Worst slew margin: 71.3%
  – Min Tclk post-route: 1870 ps
  – Endpoints failing hold: 0
  – Max-slew violations: 0
  – RSZ-0062 raised after global routing: no
  – Clock skew: 1.49 ps

Routing
  – Iter 0 DRT Violations: 91
  – Detailed-router iteration count before antenna repair: 4
  – ANT cells: 0
  – WL/cell: 13.1 um
  – Vias per cell: 4.98
  – Routed WL: 5920 um
  – Via count: 2250
  – Number of remaining DRC errors: 0
  – Antenna Violating Nets Remaining: 0

Clocking
  – Clk latency late pin: 270 ps
  – Clk buf depth: 2
  – Root buffer cell: clkbuf_8
  – Max H-tree Level: 1
  – Post CTS Setup Buffer Count: 0
  – Num CTS Buffers: 3
  – CTS tree: yes
  – Resized cells post-CTS: 0
  – Clock sink total: 25
  – Clk slew on worst S/H paths: 90 ps
  – Hold Buf Count CTS: 0

Floorplanning
  – Starting Density: 41.7%
  – Core area: 0.00514 sq mm
  – Die Ht: 75.2 um
  – IO Pins: 170
  – Core Rows: 26
  – Die width: 75.2 um
  – Chip area: 0.00566 sq mm

Global route
  – Initial antenna violation count: 0
  – Grt met3 use: 6.11%
  – Grt peak-use layer: met2
  – Vias in the first global route: 1950
  – First-pass GRT wire length: 8030 um
  – Met2 GRT Util: 35.0%
  – Largest net degree at the start of global routing: 26
  – Met1 Use GR: 24.1%
  – Grt ovf: 0
  – Total track usage: 19.3%

Place
  – Post-DP Area: 0.00393 sq mm
  – Routability congestion estimate: 0.920
  – Final HPWL DP: 5200 um
  – Worst slack, placed: 806 ps
  – Placed insts: 448
  – PortBufs: 169

Pwr
  – Power per Cell Area: 275 mW/mm^2
  – Static Leak: 0.00136 uW
  – Peak VDD IR: 0.000232 V
  – Overall power: 1100 uW

Critical path
  – Worst setup EP type: flop
  – CP cell instances: clkdlybuf4s50_1 -> a22o_1 -> a221oi_2 -> nand4_1 -> a221o_1
  – Worst setup path endpoint: u_hdlverifier_capture_trigger_combine.trigger_out$_DFFE_PP_
  – Arrival @ worst endpoint: 1890 ps
  – Setup crit start kind: primary input
  – Critical Path Stages: 5
  – FF-to-FF path depth: 4
  – Reg-to-reg slack, setup: 1350 ps
  – Slowest CP cell: clkdlybuf4s50_1
  – CP max FO: 3
  – Max stage delay on crit path: 450 ps
  – Crit path buffers/inverters: 1
  – Crit. Startpoint: trigger_setting[93]
  – CP top delay family: AND-OR/OR-AND gates
  – Worst Path Class, Setup: in2reg
  – Critical Path RT: 2920 ps
  – RR Endpoint: u_hdlverifier_capture_trigger_combine.trigger_out$_DFFE_PP_

Final layout
  – Sequential cell area: 751 sq um
  – Share of post-route cells with drive strength above 1: 3.66%
  – Synth-to-Final Area Change: 85.6%
  – Final instance area: 0.00398 sq mm
  – MI comb area: 0.00135 sq mm
  – Layout Cells excl Fill: 452
  – Fill count: 366

Outcome
  – Status: completed

Flow run
  – OpenROAD warnings: 26
  – Max-Cap Viols: 0

Worst hold path
  – Type of the most critical hold path: reg2reg
## where the power goes
part | internal (uW) | total [uW] | switching (uW)
Clock | 97.3 | 208 | 110
Combinational | 311 | 444 | 133
Sequential | 430 | 444 | 14.3
## tightest hold or removal path, stage by stage, from the launching register on
cell and delay [ps]:
edfxtp_1 400, a2bb2oi_1 80, o21ai_0 170
## worst min path at each step
stage | startpoint | to | cells after the start
5_1_grt | flop | flop | 3
4_1_cts | u_hdlverifier_capture_comparator_1bit.data_d1$_DFFE_PP_ | u_hdlverifier_capture_comparator_1bit.trigger$_SDFFCE_PP1P_ | 2
6_report | u_hdlverifier_capture_comparator_1bit.data_d1$_DFFE_PP_ | u_hdlverifier_capture_comparator_1bit.trigger$_SDFFCE_PP1P_ | 2
## routing by layer
metal	share of wire (%)	wire length (um)	up-vias
li1	-	-	1144
met1	36	2150	980
met2	52	3060	124
met3	12	684	2
met4	0.32	19	0
met5	0	0	-
## metrics by stage
step,hold slack [ps],util (%)
6_report,760,77.4
4_1_cts,762,77.4
2_1_floorplan,636,-
5_1_grt,795,77.4
3_3_place_gp,691,76.5
3_5_place_dp,723,76.5
## cells in the final DEF, fill, tap and decap left out, types with 3 or more instances in the layout
master	n
mux2_2	8
inv_1	11
nand2b_1	3
a21oi_1	9
nor2b_1	19
o32ai_1	8
clkdlybuf4s50_1	169
mux2i_1	9
clkbuf_8	3
nor2_1	4
nor4_1	5
o22ai_1	4
xnor2_1	56
xor2_1	8
a22oi_1	5
edfxtp_1	25
nand4_1	15
## cell families after synthesis
logic type                count (synthesis)
xor gates and xnor gates                 64
and+or+nand+nor                          52
DFF                                      25
AOI/OAI and AO/OA                        39
muxes                                    17
buffers and inverters                    11
## cell type report
| cell class | instances | area share (%) |
|---|---|---|
| inverter | 11 | 1.04 |
| clock inverter | 1 | 0.189 |
| clock buffer | 3 | 1.04 |
| timing repair buffer | 170 | 42.7 |
| sequential | 25 | 18.9 |
| tap | 70 | 2.20 |
| multi-input combinational | 172 | 34.0 |
No activity file was given, so power comes from the tool's default toggle rates.
