### flow/run.sh
#!/bin/bash
# OpenROAD 26Q1-2900-gdf79404cd8, Yosys 0.63+post, stock flow scripts
make -C /OpenROAD-flow-scripts/flow DESIGN_CONFIG=/design/flow/config.mk WORK_HOME=/design/flow/orfs finish
### flow/config.mk
export PLATFORM = sky130hd
export DESIGN_NAME = hdlverifier_capture_data
export DESIGN_NICKNAME = hdlverifier_capture_data
export VERILOG_FILES = /design/flow/design.v
export SDC_FILE = /design/flow/constraint.sdc
export NUM_CORES = 4
export LEC_CHECK = 1
export CORE_UTILIZATION = 30
### flow/constraint.sdc
current_design hdlverifier_capture_data

set clk_period 3.6
set clk_io_pct 0.2

create_clock -name clk0 -period $clk_period [get_ports {clk}]
create_clock -name clk1 -period $clk_period [get_ports {tck}]

set non_clock_inputs [all_inputs -no_clocks]
set_input_delay [expr $clk_period * $clk_io_pct] -clock clk0 $non_clock_inputs
set_output_delay [expr $clk_period * $clk_io_pct] -clock clk0 [all_outputs]
### flow/design.v
module hdlverifier_capture_data #(parameter DATA_WIDTH = 8,
                                            ADDR_WIDTH = 5)(
    input clk,
    input clk_enable,
    input [DATA_WIDTH-1:0] data,
    input trigger,
    input [ADDR_WIDTH-1:0] trigger_pos,
    input [ADDR_WIDTH-1:0] window_size,  
    input reset,
    input run,
    input immediate,
    output flag_full,
    output has_clk,
    input  tck,
    input  shift_out_state,
    input  shift_out_en,
    output shift_out_data
);
localparam STATE_IDLE    = 3'd0,
           STATE_WTRIG   = 3'd1,  
           STATE_CAPTURE_PRE = 3'd2,  
           STATE_CAPTURE_POS = 3'd3,  
           STATE_FULL    = 3'd4;
wire internal_trigger = trigger | immediate;
reg [ADDR_WIDTH-1:0] raddr;
reg [ADDR_WIDTH-1:0] waddr;
wire rd;
reg  wr;
wire [DATA_WIDTH-1:0] q;
reg [3:0] state_reg;
reg run_d1;
reg reg_full;
reg reg_clk;
reg [DATA_WIDTH-1:0] shift_reg;
reg [DATA_WIDTH-1:0] valid_count;
reg [15:0] bitcount;
reg [ADDR_WIDTH-1 : 0] pos_counter;
reg [ADDR_WIDTH-1 : 0] pre_counter;
reg capture_valid;
assign shift_out_data = shift_reg[0];
assign rd = 1'b1;
always@(*) begin
    wr <= (state_reg == STATE_CAPTURE_PRE && clk_enable) ? 1'b1:
                (state_reg == STATE_CAPTURE_POS && clk_enable) ? 1'b1:
                1'b0;
end
always@(posedge clk or posedge reset) begin
    if(reset) begin
        reg_full <= 1'b0;
        reg_clk  <= 1'b0;
    end
    else begin
        reg_full <= (state_reg ==  STATE_FULL);    
        reg_clk  <= 1'b1;
    end
end            
hdlverifier_synchronizer #(.WIDTH(1)) s1(
    .clk(tck),
    .data_in(reg_full),
    .data_out(flag_full)
);           
hdlverifier_synchronizer #(.WIDTH(1)) s2(
    .clk(tck),
    .data_in(reg_clk),
    .data_out(has_clk)
);  
always@(posedge clk) begin
    if(reset) begin
        state_reg <= STATE_IDLE;
        run_d1 <= 0;
          pos_counter <= 0;
          waddr <= 0;
    end
    else begin
        case(state_reg)
            STATE_IDLE: begin
                waddr <= 0;
                run_d1<= run;
                pos_counter <= 0;
                pre_counter <= 0;
                capture_valid  <= 1'b0;
                if(!run_d1 && run)
                    state_reg <= STATE_CAPTURE_PRE;
                end
            STATE_CAPTURE_PRE: begin
                if(clk_enable) begin                          
                    waddr <= waddr + 1'b1;
                    pre_counter <= pre_counter + 1'b1;
                    if(pre_counter >= trigger_pos) begin
                        capture_valid <= 1'b1;
                    end
                    if(internal_trigger && capture_valid) begin                     
                        if(trigger_pos != 2**ADDR_WIDTH - 1'b1) begin
                            state_reg <= STATE_CAPTURE_POS;
                        end 
                        else begin
                            state_reg <= STATE_FULL;
                        end
                    end                    
                end
            end
            STATE_CAPTURE_POS: begin
                if(clk_enable) begin                    
                    waddr <= waddr + 1'b1;
                    if(pos_counter == 2**ADDR_WIDTH - trigger_pos - 2'b10)
                        state_reg <= STATE_FULL;
                    else
                        pos_counter <= pos_counter + 1'b1;                    
                end 
            end
            STATE_FULL: begin
                if(!run) begin
                    state_reg <= STATE_IDLE;
                end
            end
            default: 
                state_reg <= STATE_IDLE;
        endcase
    end
end
always@(posedge tck or posedge reset) begin
    if(reset) begin
        bitcount <= 0;
        shift_reg <= 0;
    end
    else begin
        if(shift_out_state==1'b0) begin
                raddr <= waddr;
            bitcount <= 0;
            shift_reg <= 0;
        end
        else if(shift_out_en) begin
            if(bitcount == 0) begin
                     shift_reg <= {1'b0,shift_reg[DATA_WIDTH-1:1]};
                     bitcount <= bitcount + 1'b1;
            end
            else if(bitcount == 1) begin
                     bitcount <= bitcount + 1'b1; 
                shift_reg <= q;
            end
            else if(bitcount == DATA_WIDTH-1) begin
                bitcount <= 0;
                raddr <= raddr + 1'b1;
                     shift_reg <= {1'b0,shift_reg[DATA_WIDTH-1:1]};
                end
                else begin
                     bitcount <= bitcount + 1'b1; 
                     shift_reg <= {1'b0,shift_reg[DATA_WIDTH-1:1]};
            end
        end        
    end
end
hdlverifier_dcram #(.DATA_WIDTH(DATA_WIDTH), .ADDR_WIDTH(ADDR_WIDTH)) u_dcram(
    .wdata(data),
    .raddr(raddr),
    .waddr(waddr),
    .wr(wr),
    .rd(rd),
    .rclk(tck),
    .wclk(clk),
    .q(q));
endmodule
module hdlverifier_dcram #(parameter DATA_WIDTH = 8,
                                     ADDR_WIDTH = 5)(
    input [DATA_WIDTH - 1:0] wdata,
    input [ADDR_WIDTH - 1:0] raddr, 
    input [ADDR_WIDTH - 1:0] waddr,
    input wr,
    input rd, 
    input rclk, 
    input wclk,
    output reg [DATA_WIDTH - 1:0] q
);
    localparam DEPTH = 2**ADDR_WIDTH;
    (* ramstyle = "no_rw_check" *) reg [DATA_WIDTH - 1:0] ram [DEPTH - 1:0]; 
    always @ (posedge wclk) begin       
        if (wr)
            ram[waddr] <= wdata;
    end
    always @ (posedge rclk) begin
        if (rd)
            q <= ram[raddr];
    end
endmodule
module hdlverifier_synchronizer #(parameter WIDTH = 10)(
    input clk,
    input [WIDTH-1:0] data_in,
    output reg [WIDTH-1:0] data_out
);
reg [WIDTH-1:0] data_reg;
always@(posedge clk) begin
    begin
        data_reg <= data_in;
        data_out <= data_reg;
    end
end
endmodule
==> flow_summary.ini <==
; flow metrics
[status]
status = finished clean

[layout]
final_util_pct = 36.0
largest_reg_flops = 256
syn_to_final_growth_pct = 18.1
top_register = u_dcram.ram
drive_above_1_share_pct = 23.6
largest_registers = u_dcram.ram: 256 flops, bitcount: 16 flops

[floorplanning]
die_h_um = 212
fp_util_pct = 30.5
core_region_area_um2 = 43300
row_count = 76
pin_count = 30
die_x_um = 212
dieArea_um2 = 44900

[cts]
cts_tree = yes
cts_resized = 0
ctsHoldBuffers = 0
post-cts-setup-buffers = 0
path_clk_slew_ns = 0.06
cts_sinks = 320

[sta]
tightest_slew_ns = 0.625
rsz0062_at_grt = no
relSlewSlack_pct = 58.3
skew_ns = 0.00962
finalSetupTns_ns = 0
hold_viol_final = 0
setup_violations = 0
maxSlewViolCount = 0

[run]
tool_warnings = 37
drv_cap = 0

[synth]
syn_area_um2 = 13200
postSynthSeqShare_pct = 69.7
syn_inst = 752
ys_async_sr_fraction_pct = 8.13
yosys-top-cells-area = edfxtp_1, mux4_2, dfrtp_1, dfxtp_1, nor2_1
ys_ff = 320
ys_warn_count = 3
synth.top_cell.area_share_pct = 60.7
edf_count = 267
synth_top_cell_by_area = edfxtp_1
yosys_area_um2 = 13200
syn_area_per_cell_um2 = 17.6
ff_type = edfxtp_1
synth_cell_type_count = 53
ys_cells = 752

[drt]
drc_errors = 0
wl_per_cell_um = 17.6
num_vias = 6743
antennaDiodeCount = 0
wirelength_mm = 25.5
vias_per_cell = 4.66
drt_pass1_iterations = 5
postRouteAntennaNets = 0
first_iter_violations = 452

[setup_path]
arrival_ns = 3.37
reg2reg_to = u_dcram.q[0]$_DFF_P_
crit_family = adder cells
crit_buf_inv = 3
crit_top_cell = ha_1
start_kind = input pin
end_kind = flop
r2r_setup_slack_ns = 1.18
timing.rr.start = raddr[0]$_DFFE_PP_
crit_slowest_cell = clkdlybuf4s50_1
crit_type = input pin to flop
worst_path_largest_cell_delay_ns = 0.47
crit_chain = clkdlybuf4s50_1 > inv_1 > ha_1 > xor2_1 > ha_1 > and2_1 > ha_1 > nor2b_1 > nand4_1 > a311oi_2 > buf_4 > nor2_1 > a41oi_1 > o211ai_1
path_max_fanout = 11
cp.required_ns = 4.03
rr_worst_depth = 4

[global_routing]
grt_max_degree = 67
grt_pass1_wl_mm = 40.0
grt_pass1_vias = 7003
grt.overflow.total = 0
track_usage_pct = 12.4
antenna_found_initial = 0

[worst_hold_path]
min_delay_path_depth = 0
min_to = s1.data_out$_DFF_P_
min_from = s1.data_reg$_DFF_P_
hp-class = flop to flop

[power]
combinationalPowerShare_pct = 5.1
swShare_pct = 20.5
clkPwrFrac_pct = 43.9
p_int_uw = 6360
powerDensity_nw_per_um2 = 513
ir_drop_v = 0.000352
p_sw_uw = 1640
p_seq_share_pct = 51.0
p_leak_uw = 0.00523

[place]
gp_congestion = 0.782
portBuffers = 23
dp_hpwl_mm = 15.9
==> synth_stat cells (4+ instances only) <==
library cell	count
a21oi_1	14
a31oi_1	4
and2_1	11
buf_1	6
buf_2	6
buf_6	5
clkbuf_1	16
dfrtp_1	26
dfxtp_1	27
edfxtp_1	267
ha_1	19
inv_1	16
mux2_2	8
mux2i_1	8
mux4_2	80
nand2_1	34
nand2b_1	6
nand3_1	15
nand4_1	9
nor2_1	64
nor2b_1	6
nor3_1	5
o211a_1	7
o211ai_1	7
o21ai_0	9
or4_1	4
xnor2_1	11
xor2_1	18
==> stage by stage <==
step                instance area, um^2  total power (uW)  hold slack, ns  std cells  setup WS [ns]
floorplan                         13200              4400           0.310        752          0.740
global placement                  14500              4570           0.316       1383          0.122
detailed placement                14500              4570           0.315       1383         0.0559
CTS                               15600              8070           0.329       1446          0.639
global route                      15600              8250           0.338       1446          0.400
finish                            15600              8000           0.327       1446          0.657
==> cell families (layout without fill, tap and decap cells) <==
logic type	after synthesis	in the layout	synth area share, %
AOI/OAI and AO/OA	60	60	3.14
xor gates and xnor gates	30	30	2.09
adders and majority gates	19	19	1.80
buffers and inverters	52	161	1.85
DFF	320	320	69.7
muxes	96	96	14.9
other	1	1	0.0284
and+or+nand+nor	174	174	6.43
==> routing by layer <==
metal	share of wire [%]	vias to the layer above	track usage, %
met5	0.24	-	1.11
met4	1.5	2	1.77
met3	12	36	7.04
met2	46	234	18.1
met1	41	3346	17.2
li1	-	3125	-
==> power groups by stage <==
stage	logic (uW)	clock network [uW]	registers (uW)
final	411	3510	4080
after CTS	420	3580	4080
after global routing	458	3710	4080
==> worst max path at each step <==
stage         depth (start not counted)  slack (ns)           start                     endpoint
CTS                                  14        0.64  trigger_pos[0]  pos_counter[4]$_SDFFE_PP0P_
finish                               14        0.66  trigger_pos[0]  pos_counter[3]$_SDFFE_PP0P_
global route                         14        0.40  trigger_pos[0]  pos_counter[3]$_SDFFE_PP0P_
==> final cells by class <==
cell class | instances | area, um^2
clock buffers | 44 | 931
flip-flops and latches | 320 | 9210
inverters | 18 | 67.6
fillers | 3936 | 27700
well taps | 585 | 732
clock inverters | 19 | 214
repair buffers | 80 | 683
multi-input cells | 380 | 3760
==> cells in the final DEF (no fill, tap or decap), types with 4 or more instances in the layout <==
cell / n
dfrtp_1: 26
xor2_1: 18
mux4_2: 80
ha_1: 19
nand3_1: 15
nand2_1: 34
and2_1: 11
mux2i_1: 8
edfxtp_1: 267
xnor2_1: 11
nor2_1: 64
nor3_1: 5
a31oi_1: 4
mux2_2: 8
inv_1: 16
clkbuf_1: 8
a21oi_1: 14
o211a_1: 7
nor2b_1: 6
nand2b_1: 6
clkbuf_16: 36
buf_4: 55
clkdlybuf4s50_1: 23
o21ai_0: 9
or4_1: 4
nand4_1: 9
bufinv_16: 4
clkinv_1: 6
o211ai_1: 7
dfxtp_1: 27
Power figures rest on the tool's default switching activity, not on a simulated workload.
